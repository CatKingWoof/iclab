==> design.v <==
package usertype;
typedef enum logic [3:0] { 
	No_action	= 4'd0,
	Buy				= 4'd1,
	Check			= 4'd2,
	Deposit		= 4'd4, 
	Return		= 4'd8 
}	Action ;
typedef enum logic [3:0] { 
	No_Err					= 4'b0000,  
	INV_Not_Enough	= 4'b0010,  
	Out_of_money		= 4'b0011,  
	INV_Full				= 4'b0100,  
	Wallet_is_Full	= 4'b1000,  
	Wrong_ID				= 4'b1001,  
	Wrong_Num				= 4'b1100,  
	Wrong_Item			= 4'b1010,  
	Wrong_act				= 4'b1111   
}	Error_Msg ;
typedef enum logic [1:0]	{ 
	Platinum	= 2'b00,
	Gold			= 2'b01,
	Silver		= 2'b10,
	Copper		= 2'b11
}	User_Level ;				
typedef enum logic [1:0] {
	No_item	= 2'd0,
	Large		= 2'd1,
	Medium	= 2'd2,
	Small		= 2'd3
}	Item_id ;
typedef logic [7:0] User_id;
typedef logic [5:0] Item_num;
typedef logic [15:0] Money;
typedef logic [11:0] EXP;
typedef logic [15:0] Item_num_ext;
typedef struct packed {
	Item_id		item_ID;
	Item_num	item_num;
	User_id		seller_ID;
}	Shopping_His;  
typedef struct packed {
	Item_num		large_num;
	Item_num		medium_num;
	Item_num		small_num;
	User_Level	level;
	EXP					exp;
}	Shop_Info;  
typedef struct packed {
	Money money; 
	Shopping_His shop_history;
}	User_Info;  
typedef union packed { 	
	Money					d_money;
	User_id	[1:0]	d_id;
	Action	[3:0]	d_act;
	Item_id	[7:0]	d_item;
	Item_num_ext	d_item_num;
} DATA;
typedef enum logic [3:0] { 
	No_Err_m					= 4'b0000,  
	INV_Not_Enough_m	= 4'b0010,  
	Out_of_money_m		= 4'b0011,  
	INV_Full_m				= 4'b0100,  
	Wallet_is_Full_m	= 4'b1000,  
	Wrong_ID_m				= 4'b1001,  
	Wrong_Num_m				= 4'b1100,  
	Wrong_Item_m			= 4'b1010,  
	Wrong_act_m				= 4'b1111   
}	Msg ;
endpackage
import usertype::*;  
module SUBWAY(
           clk,
           rst_n,
           in_valid,
           init,
           in0,
           in1,
           in2,
           in3,
           out_valid,
           out
       );
input clk, rst_n;
input in_valid;
input [1:0] init;
input [1:0] in0, in1, in2, in3;
output reg       out_valid;
output reg [1:0] out;
parameter IDLE ='d0 ,
          STEP0 ='d1,
          STEP1 ='d2,
          STEP2 ='d3,
          STEP3 ='d4,
          STEP4 ='d5,
          STEP5 ='d6,
          STEP6 ='d7,
          STEP7 ='d8,
          OUTPUT='d9;
reg [3:0] current_state,next_state;
reg out_reg[0:62];
reg [1:0]set_row,next_row;
reg[2:0] inflag;
reg flag;
reg [2:0]round;
reg map2,map4,map6;
reg control4[0:7];
reg control7[0:6];
wire in_row[0:3];
assign in_row[0]=in0[0];
assign in_row[1]=in1[0];
assign in_row[2]=in2[0];
assign in_row[3]=in3[0];
always @(posedge clk or negedge rst_n) begin
    if(!rst_n) current_state <= IDLE;
    else  current_state <=next_state;
end
always @(*) begin
    if (!rst_n) next_state=IDLE;
    else begin
        case (current_state)
            IDLE:begin
                if(inflag==4)
                    next_state=STEP0;
                else
                    next_state=IDLE;
            end
            STEP0:next_state=STEP1;
            STEP1:next_state=STEP2;
            STEP2:next_state=STEP3;
            STEP3:next_state=STEP4;
            STEP4:next_state=STEP5;
            STEP5:next_state=STEP6;
            STEP6:next_state=STEP7;
            STEP7:begin
                if (round==3'd7) begin
                    next_state=OUTPUT;
                end
                else
                    next_state=STEP0;
            end
            OUTPUT:begin
                if (round==3'd7&&inflag==3'd6) begin
                    next_state=IDLE;
                end
                else
                    next_state=OUTPUT;
            end
            default:next_state=IDLE;
        endcase
    end
end
always @(posedge clk or negedge rst_n) begin
    if(!rst_n)begin
        inflag<=0;
        flag<=0;
    end
    else begin
        case (current_state)
            IDLE:begin
                if(in_valid)
                begin
                    inflag<=inflag+1;
                    flag<=1;
                end
            end
            STEP7:begin
                if(round==3'd7)
                    inflag<=inflag+1;
            end
            OUTPUT:begin
                if(round==3'd7&&inflag==3'd6)
                    inflag<=0;
                else
                    inflag<=inflag+1;
            end
            default:
            begin
                inflag<=0;
                flag<=0;
            end
        endcase
    end
end
always @(posedge clk or negedge rst_n) begin
    if(!rst_n)
    begin
        round<=0;
    end
    else
    begin
        case (current_state)
            STEP7: begin
                round<=round+1;
            end
            OUTPUT:begin
                if(inflag==3'd7)
                    round<=round+1;
                else if(round==3'd7&&inflag==3'd6)
                    round<=0;
                else
                    round<=round;
            end
            default: round<=round;
        endcase
    end
end
always @(posedge clk  ) begin
begin
        case (current_state)
            IDLE:begin
                if(inflag==3'd2)
                    map2<=in_row[set_row];
                else
                    map2<=map2;
                if(inflag==3'd4)
                    map4<=in_row[set_row];
                else
                    map4<=map4;
            end
            STEP5:begin
                if(in_valid)
                begin
                    map2<=in_row[next_row];
                end
                else
                    map2<=map2;
            end
            STEP7:begin
                if(in_valid)
                begin
                    map4<=in_row[next_row];
                end
                else
                    map4<=map4;
            end
            STEP1:begin
                if(in_valid)
                begin
                    if(round==0)
                    begin
                        if(set_row==0||set_row==1)
                            map6<=in_row[1];
                        else
                            map6<=in_row[2];
                    end
                    else
                    begin
                        if(next_row==0||next_row==1)
                            map6<=in_row[1];
                        else
                            map6<=in_row[2];
                    end
                end
                else
                    map6<=map6;
            end
            default: begin
                map2<=map2;
                map4<=map4;
                map6<=map6;
            end
        endcase
    end
end
always @(posedge clk  ) begin
    begin
        case (current_state)
            STEP3:begin
                if (in_valid) begin
                    if(in1==0)
                        next_row<=1;
                    else if(in2==0)
                        next_row<=2;
                    else if(in0==0)
                        next_row<=0;
                    else
                        next_row<=3;
                end
                else
                    next_row<=next_row;
            end
            default: next_row<=next_row;
        endcase
    end
end
always @(posedge clk  ) begin
begin
        case (current_state)
            IDLE:begin
                if (in_valid&&!flag) begin
                    set_row<=init;
                end
                else
                    set_row<=set_row;
            end
            STEP7:begin
                set_row<=next_row;
            end
            default: begin
                set_row<=set_row;
            end
        endcase
    end
end
integer i;
always @(posedge clk  ) begin
    begin
        case (current_state)
            STEP0:begin
                out_reg[56]<=0;
                out_reg[48]<=out_reg[56];
                out_reg[40]<=out_reg[48];
                out_reg[32]<=out_reg[40];
                out_reg[24]<=out_reg[32];
                out_reg[16]<=out_reg[24];
                out_reg[8]<=out_reg[16];
                out_reg[0]<=out_reg[8];
            end
            STEP1:begin
                if(map2==2'b01)
                    out_reg[57]<=1;
                else
                    out_reg[57]<=0;
                out_reg[1]<=out_reg[9];
                out_reg[9]<=out_reg[17];
                out_reg[17]<=out_reg[25];
                out_reg[25]<=out_reg[33];
                out_reg[33]<=out_reg[41];
                out_reg[41]<=out_reg[49];
                out_reg[49]<=out_reg[57];
            end
            STEP2:begin
                out_reg[58]<=0;
                out_reg[2]<=out_reg[10];
                out_reg[10]<=out_reg[18];
                out_reg[18]<=out_reg[26];
                out_reg[26]<=out_reg[34];
                out_reg[34]<=out_reg[42];
                out_reg[42]<=out_reg[50];
                out_reg[50]<=out_reg[58];
            end
            STEP3:begin
                if(map4==2'b01)
                    out_reg[59]<=1;
                else
                    out_reg[59]<=0;
                out_reg[3]<=out_reg[11];
                out_reg[11]<=out_reg[19];
                out_reg[19]<=out_reg[27];
                out_reg[27]<=out_reg[35];
                out_reg[35]<=out_reg[43];
                out_reg[43]<=out_reg[51];
                out_reg[51]<=out_reg[59];
            end
            STEP4:begin
                if (set_row==0||set_row==3)
                    out_reg[60]<=1;
                else
                    out_reg[60]<=0;
                out_reg[4]<=out_reg[12];
                out_reg[12]<=out_reg[20];
                out_reg[20]<=out_reg[28];
                out_reg[28]<=out_reg[36];
                out_reg[36]<=out_reg[44];
                out_reg[44]<=out_reg[52];
                out_reg[52]<=out_reg[60];
            end
            STEP5:begin
                if(map6==2'b01)
                    out_reg[61]<=1;
                else
                    out_reg[61]<=0;
                out_reg[5]<=out_reg[13];
                out_reg[13]<=out_reg[21];
                out_reg[21]<=out_reg[29];
                out_reg[29]<=out_reg[37];
                out_reg[37]<=out_reg[45];
                out_reg[45]<=out_reg[53];
                out_reg[53]<=out_reg[61];
            end
            STEP6:begin
                begin
                    if(next_row==0||next_row==1)
                        out_reg[62]<=0;
                    else
                        out_reg[62]<=1;
                    out_reg[6]<=out_reg[14];
                    out_reg[14]<=out_reg[22];
                    out_reg[22]<=out_reg[30];
                    out_reg[30]<=out_reg[38];
                    out_reg[38]<=out_reg[46];
                    out_reg[46]<=out_reg[54];
                    out_reg[54]<=out_reg[62];
                end
            end
            STEP7:begin
                if(round==7)
                begin
                    for (i = 0; i<61; i=i+1) begin
                        out_reg[i]<=out_reg[i+1];
                    end
                    out_reg[62]<=0;
                end
                else
                begin
                    if(set_row==0||set_row==1)
                        out_reg[55]<=0;
                    else
                        out_reg[55]<=1;
                    out_reg[7]<=out_reg[15];
                    out_reg[15]<=out_reg[23];
                    out_reg[23]<=out_reg[31];
                    out_reg[31]<=out_reg[39];
                    out_reg[39]<=out_reg[47];
                    out_reg[47]<=out_reg[55];
                end
            end
            OUTPUT:begin
                for (i = 0; i<61; i=i+1) begin
                    out_reg[i]<=out_reg[i+1];
                end
                out_reg[62]<=0;
            end
            default:begin
                for(i=0;i<63;i=i+1)
                begin
                    out_reg[i]<=out_reg[i];
                end
            end
        endcase
    end
end
always @(posedge clk  ) begin
begin
        case (current_state)
            STEP4:begin
                if(set_row==0||set_row==1)
                    control4[7]<=1;
                else
                    control4[7]<=0;
                control4[0]<=control4[1];
                control4[1]<=control4[2];
                control4[2]<=control4[3];
                control4[3]<=control4[4];
                control4[4]<=control4[5];
                control4[5]<=control4[6];
                control4[6]<=control4[7];
            end
            STEP7:begin
                if(round!=3'd7)
                begin
                    if(next_row==1||next_row==3)
                        control7[6]<=1;
                    else
                        control7[6]<=0;
                    control7[0]<=control7[1];
                    control7[1]<=control7[2];
                    control7[2]<=control7[3];
                    control7[3]<=control7[4];
                    control7[4]<=control7[5];
                    control7[5]<=control7[6];
                end
                else
                begin
                    for (i = 0; i<7;i=i+1 ) begin
                        control7[i]<=control7[i];
                    end
                end
            end
            OUTPUT:begin
                if(inflag==3'd7||(round==3'd7&&inflag==3'd6)) begin
                    for (i = 0; i<7;i=i+1 ) begin
                        control4[i]<=control4[i+1];
                    end
                    for (i = 0; i<6;i=i+1 ) begin
                        control7[i]<=control7[i+1];
                    end
                    control4[7]<=0;
                    control7[6]<=0;
                end
                else
                begin
                    for (i = 0; i<8;i=i+1 ) begin
                        control4[i]<=control4[i];
                    end
                    for (i = 0; i<7;i=i+1 ) begin
                        control7[i]<=control7[i];
                    end
                end
            end
            default:begin
                for (i = 0; i<8;i=i+1 ) begin
                    control4[i]<=control4[i];
                end
                for (i = 0; i<7;i=i+1 ) begin
                    control7[i]<=control7[i];
                end
            end
        endcase
    end
end
always @(posedge clk or negedge rst_n) begin
    if (!rst_n) begin
        out<=0;
        out_valid<=0;
    end
    else
    begin
        case (current_state)
            IDLE:begin
                out<=0;
                out_valid<=0;
            end
            STEP7:begin
                if(round==3'd7)
                begin
                    if(out_reg[0]==0)
                        out<=0;
                    else
                        out<=2;
                    out_valid<=1;
                end
            end
            OUTPUT:begin
                out_valid<=1;
                case (inflag)
                    'd6:begin
                        if(out_reg[0]==0)
                            out<=2;
                        else
                            out<=1;
                    end
                    'd4:begin
                        if(control4[0]==0)
                        begin
                            if(out_reg[0]==0)
                                out<=0;
                            else
                                out<=2;
                        end
                        else
                        begin
                            if(out_reg[0]==0)
                                out<=0;
                            else
                                out<=1;
                        end
                    end
                    'd7:begin
                        if (control7[0]==0) begin
                            if(out_reg[0]==0)
                                out<=0;
                            else
                                out<=2;
                        end
                        else
                        begin
                            if(out_reg[0]==0)
                                out<=1;
                            else
                                out<=0;
                        end
                    end
                    default:begin
                        if(out_reg[0]==0)
                            out<=0;
                        else
                            out<=3;
                    end
                endcase
            end
            default:begin
                out<=0;
                out_valid<=0;
            end
        endcase
    end
end
endmodule
==> run.sh <==
#!/bin/bash
# OpenROAD 26Q1-2900-gdf79404cd8, Yosys 0.63+post, stock flow scripts
make -C /OpenROAD-flow-scripts/flow DESIGN_CONFIG=/design/flow/config.mk WORK_HOME=/design/flow/orfs finish
==> config.mk <==
export PLATFORM = sky130hd
export DESIGN_NAME = SUBWAY
export DESIGN_NICKNAME = SUBWAY
export VERILOG_FILES = /design/flow/design.v
export SDC_FILE = /design/flow/constraint.sdc
export NUM_CORES = 4
export LEC_CHECK = 1
export CORE_UTILIZATION = 50
==> constraint.sdc <==
current_design SUBWAY

set clk_period 6.5
set clk_io_pct 0.2

create_clock -name clk0 -period $clk_period [get_ports {clk}]

set non_clock_inputs [all_inputs -no_clocks]
set_input_delay [expr $clk_period * $clk_io_pct] -clock clk0 $non_clock_inputs
set_output_delay [expr $clk_period * $clk_io_pct] -clock clk0 [all_outputs]
==> results.ini <==
[timing]
fin_skew_ps=11.54
slew_headroom_pct=57.17
hold_violations=0
final.period_utilization_pct=42.01
rsz0062_at_grt=no
setup_viol=0
slew_viol_final=0
worstMarginPinSlew_ps=640.1
min_period_ps=2731
fin_tns_setup_ps=0
timing.fmax_mhz=366.2

[yosys]
synth-seq-cells=105
synth.top_cell.area_share_pct=54.21
ys_sh_aoi_pct=5.368
ys.flop_type=edfxtp_1
syn_inst=413
synth-simple-area-share_pct=18.52
top_cell=nand2_1
synth_warnings=4
yosysSeqAreaShare_pct=64.87
synthXorXnorAreaFrac_pct=0
top_area_cell=edfxtp_1
ys_top_cells_by_area=edfxtp_1 (54%), nand2_1 (14%), dfrtp_1 (10%)
synth.logic.top_family=simple AND/OR/NAND/NOR gates
edf_count=85
mux_area_share_pct=3.933
synth-area-yosys_um2=4708
synth.avg_cell_area_um2=11.40
fa_ha_area_share_pct=3.189
synthDistinctLibCells=35
ys_cells=413
synth_area_um2=4708
ys_top_cells_by_count=nand2_1 (171), edfxtp_1 (85), dfrtp_1 (19)
async_flop_share_pct=19.05

[place]
dp_hpwl_mm=5.382
place_area_um2=4861
place.gp.congestion=0.8657
io_buffers=14

[worst_setup_path]
start_kind=register
critical_path.max_fanout=56
cpMostUsedCell=buf_4
slowest_stage=dfrtp_1
crit_arrival_ps=2740
crit_path_end_kind=register
crit_chain=nor2_4 > buf_4 > inv_2 > buf_4 > o21a_1
crit_family=buffers and inverters
required_ps=6510
critPathBufInv=3
cpPeakStageDelay_ps=630
path_class=reg2reg

[layout]
drive_gt1_share_pct=8.411
nFillCells=778
largest_reg_flops=65
final_cell_area_um2=5050
area_growth_pct=7.255

[clocking]
clk_path_buf_depth=2
hold_buffers=0
cts_resized=0
cts.sinks=105
cts_tree=built
clk_pin_slew_ps=100
post_cts_buffers=0
cts_root_buffer=clkbuf_8
htree_levels=3
worstSkewPairLatency_ps=350
numCtsBuffers=9

[grt]
grt_pass1_vias=2721
grt_max_degree=57
antenna_found_initial=0
track_usage_pct=19.02
grt_overflow_total=0
grt_pass1_wl_mm=13.50

[routing]
ant_nets=0
drt-pass1-iter-count=4
viasPerCell=5.145
drc_errors=0
drtIter0Drc=97
num_antenna_cells=0
wirelength_mm=8.002
wl_per_cell_um=14.85
via_count=2773

[power]
p_leak_nw=2.021
ir_worst_vdd_uv=151.3
p_per_area_nw_per_um2=261.1
comb_power_share_pct=10.4
pwr-share-seq_pct=60.2
intPower_mw=1.004
swShare_pct=23.85
p_sw_mw=0.3145
clkPwrFrac_pct=29.3

[floorplan]
coreArea_um2=9196
die_w_um=99.04
io_pins=16
die_height_um=99.04
placementRows=35
chip_area_um2=9809
fp_util_pct=51.20

[run]
cap_violations=0
openroad.warnings=33

[min_path]
min_path_type=reg2reg

[outcome]
outcome=finished, final reports clean

==> through the flow <==
| stage | util (%) | worst slack, ps | total power, mW | hold slack (ps) | instances |
|---|---|---|---|---|---|
| 2_1_floorplan | - | 4354 | 0.9065 | 400.3 | 413 |
| 3_3_place_gp | 52.86 | 3755 | 0.9454 | 404.0 | 523 |
| 3_5_place_dp | 52.86 | 3721 | 0.9482 | 404.5 | 523 |
| 4_1_cts | 54.91 | 3716 | 1.336 | 421.7 | 539 |
| 5_1_grt | 54.91 | 3506 | 1.384 | 425.7 | 539 |
| 6_report | 54.91 | 3769 | 1.319 | 420.2 | 539 |
==> worst paths after layout <==
check / startpoint / to / slack, ps / depth (start not counted)
worst max-delay path: current_state[6] / out_reg[49] / 3770 / 5
worst min-delay path: map6 / out_reg[61] / 420 / 0
worst max register to register: current_state[6] / out_reg[49] / 3770 / 5
worst min register to register: map6 / out_reg[61] / 420 / 0
max in group asynchronous: rst_n / current_state[0] / 4900 / 2
min in group asynchronous: rst_n / current_state[9] / 1300 / 2
==> cells by family (layout without fill, tap and decap cells) <==
group,Yosys count,in the layout
simple gates,212,212
mux,16,16
fa+ha+maj,12,12
flops,105,105
buf+inv,30,45
compound gates,38,38
==> area by class of cell <==
cell class	count	area, um^2	share of cell area (%)
Sequential cell	105	3054	60.48
Multi-Input combinational cell	278	1460	28.91
Timing Repair Buffer	17	162.7	3.221
Tap cell	111	138.9	2.750
Clock buffer	11	131.4	2.602
Clock inverter	5	57.56	1.140
Inverter	12	45.04	0.8920
==> metal layers <==
layer,vias to the layer above,share of wire [%],track usage [%]
met3,4,3.1,2.742
met2,40,46,28.51
met1,1318,50,34.21
met5,-,0,0
li1,1411,-,-
met4,0,0.76,2.411
==> power by group through the flow <==
stage | clock (mW) | combinational (mW) | sequential [mW]
4_1_cts | 0.402 | 0.140 | 0.794
5_1_grt | 0.424 | 0.159 | 0.801
6_report | 0.387 | 0.138 | 0.794
==> placed cells by master (no fill, tap or decap), types with 2 or more instances in the layout <==
master             n
a21oi_1            9
inv_1             11
mux2i_1            5
nand2_1          171
o21a_1             7
o21ai_0            9
ha_1              12
and2_1            12
clkinvlp_4         3
nor2_1            13
o22ai_1            4
clkbuf_8           9
buf_4              3
clkbuf_1           2
nor2b_1            2
edfxtp_1          85
o21ai_2            2
clkdlybuf4s50_1   14
nand2b_1           8
mux2_2            10
dfrtp_1           19
No activity file was given, so power comes from the tool's default toggle rates.
